==> design.v <==
module pc(rst, clk, newpc, pc);
input rst, clk;
input [31:0] newpc;
output reg [31:0] pc;
always@(negedge rst or posedge clk)
begin
if (!rst)
	pc <= 0 ;
else
	pc <= newpc ;
end
endmodule
==> run.sh <==
#!/bin/bash
# OpenROAD 26Q1-2900-gdf79404cd8, Yosys 0.63+post, stock flow scripts
make -C /OpenROAD-flow-scripts/flow DESIGN_CONFIG=/design/flow/config.mk WORK_HOME=/design/flow/orfs finish
==> config.mk <==
export PLATFORM = sky130hd
export DESIGN_NAME = pc
export DESIGN_NICKNAME = pc
export VERILOG_FILES = /design/flow/design.v
export SDC_FILE = /design/flow/constraint.sdc
export NUM_CORES = 4
export LEC_CHECK = 1
export CORE_AREA = 10 10 100 100
export DIE_AREA = 0 0 110 110
==> constraint.sdc <==
current_design pc

set clk_period 1.0
set clk_io_pct 0.2

create_clock -name clk0 -period $clk_period [get_ports {clk}]

set non_clock_inputs [all_inputs -no_clocks]
set_input_delay [expr $clk_period * $clk_io_pct] -clock clk0 $non_clock_inputs
set_output_delay [expr $clk_period * $clk_io_pct] -clock clk0 [all_outputs]
==> results.toml <==
# flow metrics
[routing]
num_vias = 553
antenna-diode-count = 0
drc = 0
drt_wl_total_um = 2660
vias_per_cell = 2.67
drtPass1Iterations = 2
detailedRoute.firstIterationViolations = 7
ant_nets = 0
detail_route.wl_per_cell_um = 12.8

[cts]
clk_buf_depth = 2
h_tree_lvls = 2
cts_inserted_buffers = 5
cts.sinks = 32
root_buf_cell = "clkbuf_8"
cts_tree = "yes"
cts.reportedPaths.clkPinSlew_ns = 0.07
postCtsSetupRepairBufs = 0

[sta]
time_the_final_worst_path_needs_with_i_o_delays_and_setup_ns = 0.962
timing_hold_violations_final = 32
finalSetupViolCount = 0
final-max-slew-violation-count = 0
fmax_ghz = 1.04
slew_headroom_pct = 87.7
worstMarginPinSlew_ns = 0.184
period_used_pct = 96.2
setup_repair_after_global_routing_missed_its_margin = "yes"
finalHoldWorstSlack_ns = -0.135

[worst_setup_path]
slowest_stage = "dfrtp_1"
cpPeakStageDelay_ns = 0.36
crit_type = "reg2out"
timing.critical_path.required_ns = 0.80
ordered_cell_list_for_the_critical_path = "buf_2"
crit_path_start = "pc[11]$_DFF_PN0_"
path_delay_family = "flip-flops"
timing.critical_path.to_type = "output port"
critical_path.max_fanout = 1
crit_arrival_ns = 0.76
start_kind = "flop"
worstPathBufferInverterCount = 1

[synthesis]
avgSynthCellArea_sq_um = 25.0
yosys.stat.chipArea_sq_um = 801
yosysCellCount = 32
synth_area_sq_um = 801
synth.lib_cells_used.distinct = 1
yosys_register_bits = 32
syn_inst = 32
synth.yosys.warnings = 1
sequential_to_total_area_share_from_yosys_stat_pct = 100

[die]
die_width_um = 110
floorplan.core_area_sq_mm = 0.00781
floorplan.die.height_um = 110
std_cell_rows = 32
initCoreUtil_pct = 10.3
boundaryPins = 66
fp.dieArea_sq_mm = 0.0121

[global_route]
track_usage_pct = 4.01
wire_length_of_the_first_global_routing_pass_um = 3650
grt_start_max_net_pins = 33
grt_pass1_vias = 593
gr_overflow_total = 0
number_of_antenna_violations_at_the_first_check_in_global_routing = 1

[power_and_ir_drop]
pwr_density_cell_mw_per_mm2 = 1730
design_power_total_mw = 2.65
worst_ir_drop_vdd_uv = 447
p_leak_nw = 0.688

[flow_run]
openroad.warnings = 28
cap_violations = 0

[final_layout]
biggestRegsByFlops = "pc: 32 flops"
layout-area-overhead-vs-synth_pct = 91.1
final_layout_top_logic_cells = "buf_2, clkdlybuf4s50_1, dfrtp_1"
final-comb-area_sq_um = 0
layout.cells.most_common = "buf_2"
final_layout_size_suffix_gt1_share_pct = 39.0
comb_cells = 0
largest_register_ffs = 32
fillerInstances = 849
finalNonFillerCells = 207
top_register = "pc"

[outcome]
outcome = "complete, but fails checks"
failing_checks = "hold timing"

[placement]
gp_routability_congestion = 0.703
place.detailed.instances = 200
buffer_ports.inserted = 65

[worst_hold_path]
worstHoldPathType = "in2async"
## repair_timing
action / CTS / global route
endpoints found under the setup margin: 32 / 1
endpoints found under the hold margin: 32 / 32
resized: 99 / 0
## worst max-delay path by stage
stage / to / depth (start not counted)
final: pc[11] / 1
after CTS: pc[11] / 1
after global routing: pc[29] / 1
## where the power goes
part | switching, mW | internal, mW | total, mW | leakage, nW
combinational | 0.0569 | 0.159 | 0.215 | 0.264
sequential | 0.0128 | 1.36 | 1.37 | 0.373
clock | 0.449 | 0.613 | 1.06 | 0.0503
## per-stage QoR
| step | utilization, % | setup WS [ns] | hold WS (ns) | TNS (ns) | instance area [sq um] |
|---|---|---|---|---|---|
| 5_1_grt | 19.6 | -0.000978 | -0.132 | -0.000978 | 1530 |
| 6_report | 19.6 | 0.0381 | -0.135 | 0 | 1530 |
| 2_1_floorplan | - | 0.488 | -0.0956 | 0 | 801 |
| 4_1_cts | 19.6 | 0.0160 | -0.130 | 0 | 1530 |
| 3_3_place_gp | 20.4 | -0.0209 | 0.173 | -0.0308 | 1590 |
| 3_5_place_dp | 20.4 | -0.0179 | 0.176 | -0.0215 | 1590 |
## kinds of logic (layout without fill, tap and decap cells)
| group | Yosys count | after routing | share of synthesized area [%] |
|---|---|---|---|
| buf+inv | 0 | 73 | 0 |
| flops | 32 | 32 | 100 |
## metal layers
layer / up-vias / share of wire, % / GRT usage [%]
met3: 6 / 13 / 2.17
met5: - / 0.41 / 0
met1: 270 / 35 / 4.48
met4: 2 / 2.6 / 1.12
met2: 35 / 49 / 6.52
li1: 240 / - / -
## cell usage after synthesis
cell type  number  area share, %
dfrtp_1        32            100
## layout make-up
class                   instances  area (sq um)  area share [%]
flip-flops and latches         32           801            52.3
well taps                     102           128            8.34
repair buffers                 66           505            33.0
clock buffers                   7          96.3            6.30
Power is estimated from default activity; no workload was simulated.
